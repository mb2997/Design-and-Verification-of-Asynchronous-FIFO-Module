## ./design.v

```verilog
module asynch_fifo_dut #(parameter DATA_WIDTH=8, ADDR_WIDTH=4) (output [DATA_WIDTH-1:0] rdata,
                                                                output wfull,
                                                                output rempty,
                                                                input [DATA_WIDTH-1:0] wdata,
                                                                input winc, wclk, wrst_n,
                                                                input rinc, rclk, rrst_n);
    logic [ADDR_WIDTH-1:0] waddr, raddr;
    logic [ADDR_WIDTH:0] wptr, rptr, wq2_rptr, rq2_wptr;
    sync_r2w #(ADDR_WIDTH) SYNC_R2W (.*);
    sync_w2r #(ADDR_WIDTH) SYNC_W2R (.*);
    fifomem #(DATA_WIDTH, ADDR_WIDTH) FIFOMEM (.rdata(rdata),
                                               .wdata(wdata),
                                               .waddr(waddr),
                                               .raddr(raddr),
                                               .wclken(winc),
                                               .rclken(rinc),
                                               .wfull(wfull),
                                               .rempty(rempty),
                                               .rclk(rclk),
                                               .wclk(wclk));
    rptr_empty #(ADDR_WIDTH) RPTR_EMPTY (.*);
    wptr_full #(ADDR_WIDTH) WPTR_FULL (.*);
endmodule
module fifomem #(parameter DATA_WIDTH=8, ADDR_WIDTH=4) (output logic [DATA_WIDTH-1:0] rdata,
                                                        input [DATA_WIDTH-1:0] wdata,
                                                        input [ADDR_WIDTH-1:0] waddr, raddr,
                                                        input wclken, rclken, wfull, rempty, wclk, rclk);
    localparam FIFO_DEPTH = 1 << ADDR_WIDTH;
    logic [DATA_WIDTH-1:0] fifo [0:FIFO_DEPTH-1];
    always_ff@(posedge wclk)
    begin
        if(wclken && !wfull)
        begin
            fifo[waddr] <= wdata;
        end
    end
    always_ff@(posedge rclk)
    begin
        if(rclken && !rempty)
        begin
            rdata <= fifo[raddr];
        end
    end
endmodule
module rptr_empty #(parameter ADDR_WIDTH = 4) (output reg rempty,
											   output [ADDR_WIDTH-1:0] raddr,
											   output reg [ADDR_WIDTH :0] rptr,
											   input [ADDR_WIDTH :0] rq2_wptr,
											   input rinc, rclk, rrst_n);
	bit [ADDR_WIDTH:0] rbin;
	bit [ADDR_WIDTH:0] rgraynext, rbinnext;
	bit rempty_val;
	always_ff@(posedge rclk or negedge rrst_n)
	begin
		if(!rrst_n)
			{rbin, rptr} <= 0;
		else
			{rbin, rptr} <= {rbinnext, rgraynext};
	end
	assign raddr = rbin[ADDR_WIDTH-1:0];
	assign rbinnext = (!rrst_n) ? 0 : (rbin + (rinc & ~rempty));
	assign rgraynext = (!rrst_n) ? 0 : ((rbinnext>>1) ^ rbinnext);
	assign rempty_val = (rgraynext == rq2_wptr);
	always_ff@(posedge rclk or negedge rrst_n)
	begin
		if(!rrst_n) 
			rempty <= 1'b1;
		else
			rempty <= rempty_val;
	end
endmodule
module sync_r2w #(parameter ADDR_WIDTH=4) (output logic [ADDR_WIDTH:0] wq2_rptr,
                                           input [ADDR_WIDTH:0] rptr,
                                           input wclk, wrst_n);
    logic [ADDR_WIDTH:0] wq1_rptr;
    always_ff@(posedge wclk or negedge wrst_n)
    begin
        if(!wrst_n)
        begin
            {wq2_rptr, wq1_rptr} <= 0;
        end
        else
        begin
            {wq2_rptr, wq1_rptr} <= {wq1_rptr, rptr};
        end
    end
endmodule
module sync_w2r #(parameter ADDR_WIDTH = 4)(
	output logic [ADDR_WIDTH:0] rq2_wptr,
	input logic [ADDR_WIDTH:0] wptr,
	input logic rclk, rrst_n);
	logic [ADDR_WIDTH:0] rq1_wptr;
	always_ff @(posedge rclk or negedge rrst_n)
	begin
	if (!rrst_n) 
		{rq2_wptr,rq1_wptr} <= 0;
	else 
		{rq2_wptr,rq1_wptr} <= {rq1_wptr,wptr};
	end
endmodule
module wptr_full #(parameter ADDR_WIDTH = 4)(
	output logic wfull,
	output logic [ADDR_WIDTH-1:0] waddr,
	output logic [ADDR_WIDTH :0] wptr,
	input logic [ADDR_WIDTH :0] wq2_rptr,
	input logic winc, wclk, wrst_n);
	bit [ADDR_WIDTH:0] wbin;
	bit [ADDR_WIDTH:0] wgraynext, wbinnext;
	bit wfull_val;
	always_ff @(posedge wclk or negedge wrst_n)
	begin
		if (!wrst_n) 
			{wbin, wptr} <= 0;
		else 
			{wbin, wptr} <= {wbinnext, wgraynext};
	end
	assign waddr = wbin[ADDR_WIDTH-1:0];
	assign wbinnext = (!wrst_n) ? 0 : (wbin + (winc & ~wfull));
	assign wgraynext = (!wrst_n) ? 0 : ((wbinnext>>1) ^ wbinnext);
	assign wfull_val = (wgraynext=={~wq2_rptr[ADDR_WIDTH:ADDR_WIDTH-1],wq2_rptr[ADDR_WIDTH-2:0]});
	always_ff @(posedge wclk or negedge wrst_n)
	begin
		if (!wrst_n) 
			wfull <= 1'b0;
		else 
			wfull <= wfull_val;
	end
endmodule
```

## ./run.sh

```bash
#!/bin/bash
# OpenROAD 26Q1-2900-gdf79404cd8, Yosys 0.63+post, stock flow scripts
make -C /OpenROAD-flow-scripts/flow DESIGN_CONFIG=/design/flow/config.mk WORK_HOME=/design/flow/orfs finish
```

## ./config.mk

```make
export PLATFORM = sky130hd
export DESIGN_NAME = asynch_fifo_dut
export DESIGN_NICKNAME = asynch_fifo_dut
export VERILOG_FILES = /design/flow/design.v
export SDC_FILE = /design/flow/constraint.sdc
export NUM_CORES = 4
export LEC_CHECK = 1
export CORE_UTILIZATION = 50
```

## ./constraint.sdc

```tcl
current_design asynch_fifo_dut

set clk_period 4.5
set clk_io_pct 0.2

create_clock -name clk0 -period $clk_period [get_ports {rclk}]
create_clock -name clk1 -period $clk_period [get_ports {wclk}]

set non_clock_inputs [all_inputs -no_clocks]
set_input_delay [expr $clk_period * $clk_io_pct] -clock clk0 $non_clock_inputs
set_output_delay [expr $clk_period * $clk_io_pct] -clock clk0 [all_outputs]
```

==> Implementation_results.wiki <==
=== Physical design figures ===
{| class="wikitable"
! Metric !! Value
|-
| Status || finished clean
|-
| Area post-placement || 7250 um2
|-
| Worst path arrival time || 3.28 ns
|-
| Area delta synth->final || 17.3%
|-
| DIE AREA || 14100 um2
|-
| Proportion of synthesized chip area in sequential cells || 0.747
|-
| Category of the worst setup path launch point || input pin
|-
| Remaining design rule violation count || 0
|-
| Final tally of max-slew violations || 0
|-
| Transition time of the tightest slew-check pin || 0.812 ns
|-
| Final setup fails || 0
|-
| Gpl congestion || 0.792
|-
| Maximum fanout along the worst path || 9
|-
| Main area contributors || sky130_fd_sc_hd__edfxtp_1 (60%), sky130_fd_sc_hd__dfrtp_1 (14%), sky130_fd_sc_hd__mux4_1 (11%), sky130_fd_sc_hd__mux4_2 (4.0%), sky130_fd_sc_hd__xnor2_1 (1.3%)
|-
| Clock tree from TritonCTS || done
|-
| Most instantiated library cell after synthesis || sky130_fd_sc_hd__edfxtp_1
|-
| Type of the worst setup path || in2reg
|-
| Maximum cell stage delay along the critical path || 0.46 ns
|-
| Maximum vdd ir drop || 0.303 mV
|-
| Share of Yosys cell area claimed by the top area cell type || 0.600
|-
| Post-synthesis chip area from yosys || 6810 um2
|-
| Static power due to leakage || 2.85 nW
|-
| OpenROAD warning count || 26
|-
| Placed Cells || 519
|-
| Count of antenna diodes in the layout || 0
|-
| Area of the mapped netlist || 6810 um2
|-
| Synth cell types || 37
|-
| Cell type with the highest aggregate area in the netlist || sky130_fd_sc_hd__edfxtp_1
|-
| Hold violation total from the final report || 0
|-
| Portion of total power attributed to sequential cells || 0.469
|-
| Fraction of power spent switching nets || 0.202
|-
| Most common library cells after synthesis || sky130_fd_sc_hd__edfxtp_1 (136), sky130_fd_sc_hd__dfrtp_1 (39), sky130_fd_sc_hd__mux4_1 (28)
|-
| Cell internal pwr || 3.18 mW
|-
| CP Capture Type || register
|-
| Number of warning messages in the yosys log || 5
|-
| Post-CTS setup buffers || 0
|-
| Ratio of total power to cell area || 499 nW/um2
|-
| Switching component of the power || 0.806 mW
|-
| Cell with the biggest individual delay on the critical path || sky130_fd_sc_hd__clkdlybuf4s50_1
|-
| Via count of the first global-routing pass || 3334
|-
| Core utilization at floorplan || 0.514
|-
| PnR worst setup slack || 1.39 ns
|-
| Placeable core area || 13200 um2
|-
| GRT Residual Overflow || 0
|-
| Post-route cell area || 7980 um2
|-
| Number of sinks driven by the clock tree || 176
|-
| Relative slew slack || 0.457
|-
| Async set or reset register ratio after synthesis || 0.227
|-
| Total power of the final layout || 3.98 mW
|-
| Count of vias placed by the detailed router || 3085
|-
| Detailed router's first-iteration violation count || 196
|-
| Number of synthesized flops with an enable pin || 136
|-
| Post-detailed-routing wire length || 11.5 mm
|-
| Part of the total power dissipated in the clock network || 0.436
|-
| Clock-pin slew reported for the worst setup and hold paths after clock tree synthesis || 0.07 ns
|-
| Die width || 119 um
|-
| Vias per inst || 5.57
|-
| Unrepaired setup endpoints after global routing || false
|-
| Per-instance average area after synthesis || 21.1 um2
|-
| Combinational power share || 0.094
|-
| Setup TNS after final layout || 0 ns
|-
| Synth flops || 176
|-
| Total of cells resized after clock tree synthesis || 0
|-
| I/O pin count || 24
|-
| Die span in y || 119 um
|-
| Cell type with the highest occurrence count on the critical path || sky130_fd_sc_hd__ha_1
|-
| Final instance count without filler cells || 554
|-
| Clk_skew || 0.00878 ns
|-
| Worst path cell trace || clkdlybuf4s50_1, nor2b_1, buf_4, ha_1, ha_1, xnor3_1, nor2_1, xnor2_1, o21ai_0, nor4_1
|-
| Total half-perimeter wirelength after legalization and detailed placement || 7.28 mm
|-
| Standard-cell rows || 42
|-
| Number of antenna violations at the first check in global routing || 0
|-
| Wire length of the first global-routing pass || 18.7 mm
|-
| Max-cap violations || 0
|-
| Worst setup slack after placement || 1.10 ns
|-
| Count of antenna-violating nets left after detailed routing || 0
|-
| Drt first pass iters || 4
|-
| Global router's overall resource usage || 0.200
|-
| Gate count after technology mapping || 322
|-
| Pin count of the biggest net entering global routing || 38
|-
| Routed length per placed instance || 20.7 um
|-
| Main flop type after synthesis || sky130_fd_sc_hd__edfxtp_1
|-
| Type of the most critical hold path || reg2reg
|-
| Count of hold buffers inserted by post-cts repair || 0
|-
| Cell count in the Yosys report || 322
|-
| Fraction of final layout cells sized beyond drive strength 1 || 0.164
|-
| Port-buffer cells || 22
|-
| Worst EP required || 4.67 ns
|}
## placed cells by master, fill, tap and decap left out, types with 3 or more instances in the layout
cell type and count:
sky130_fd_sc_hd__nand2_1 5, sky130_fd_sc_hd__clkbuf_16 21, sky130_fd_sc_hd__dfrtp_1 39, sky130_fd_sc_hd__a21oi_1 3
sky130_fd_sc_hd__xor2_1 6, sky130_fd_sc_hd__o21ai_0 3, sky130_fd_sc_hd__ha_1 4, sky130_fd_sc_hd__inv_1 3
sky130_fd_sc_hd__nand2b_1 4, sky130_fd_sc_hd__nor2_1 17, sky130_fd_sc_hd__nand3_1 7, sky130_fd_sc_hd__bufinv_16 5
sky130_fd_sc_hd__mux4_2 12, sky130_fd_sc_hd__edfxtp_1 136, sky130_fd_sc_hd__and2_1 6, sky130_fd_sc_hd__nor3_1 4
sky130_fd_sc_hd__buf_4 12, sky130_fd_sc_hd__clkdlybuf4s50_1 22, sky130_fd_sc_hd__nor2b_1 3, sky130_fd_sc_hd__mux4_1 28
sky130_fd_sc_hd__xnor2_1 10
## cell type report
cell class | count | area (um2)
clock inverters | 13 | 205
inverters | 4 | 15.0
clock buffers | 22 | 529
well taps | 176 | 220
fillers | 956 | 5260
multi-input cells | 129 | 1620
repair buffers | 34 | 310
flip-flops and latches | 176 | 5090
## critical path: cells and delay by family
| family | cells | cell delay (ns) |
|---|---|---|
| compound gates | 1 | 0.10 |
| simple gates | 3 | 0.56 |
| xor+xnor | 2 | 0.48 |
| buf+inv | 2 | 0.65 |
| fa+ha+maj | 2 | 0.60 |
## state kept, by name, indices dropped and copies added, names as in the netlist
| name | flops |
|---|---|
| RPTR_EMPTY.rbin | 4 |
| FIFOMEM.fifo | 128 |
| WPTR_FULL.wfull | 1 |
| RPTR_EMPTY.rempty | 1 |
| SYNC_W2R.rq1_wptr | 5 |
| SYNC_W2R.rq2_wptr | 5 |
| WPTR_FULL.wptr | 5 |
| SYNC_R2W.wq2_rptr | 5 |
| FIFOMEM.rdata | 8 |
| RPTR_EMPTY.rptr | 5 |
| WPTR_FULL.wbin | 4 |
| SYNC_R2W.wq1_rptr | 5 |
## through the flow
step                 util  hold slack (ns)
floorplan               -            0.331
global placement    0.547            0.332
detailed placement  0.547            0.335
CTS                 0.603            0.224
global route        0.603            0.236
finish              0.603            0.243
## path summary, 6_finish.rpt
| check | start | end | slack (ns) | cells past startpoint |
|---|---|---|---|---|
| worst max-delay path | rinc | RPTR_EMPTY.rempty | 1.39 | 10 |
| worst min-delay path | RPTR_EMPTY.rptr[1] | SYNC_R2W.wq1_rptr[1] | 0.24 | 0 |
| worst max register to register | RPTR_EMPTY.rbin[0] | FIFOMEM.rdata[5] | 1.78 | 3 |
| worst min register to register | RPTR_EMPTY.rptr[1] | SYNC_R2W.wq1_rptr[1] | 0.24 | 0 |
| max in group clk1 | winc | FIFOMEM.fifo[2][5] | 1.67 | 4 |
| max in group asynchronous | wrst_n | SYNC_R2W.wq1_rptr[3] | 2.95 | 2 |
| min in group clk0 | SYNC_W2R.rq1_wptr[3] | SYNC_W2R.rq2_wptr[3] | 0.35 | 0 |
| min in group asynchronous | wrst_n | WPTR_FULL.wbin[2] | 0.93 | 1 |
## kinds of logic (layout without fill, tap and decap cells)
group | after synthesis | count (layout) | share of synthesized area
buffers and inverters | 17 | 73 | 0.0153
xor gates and xnor gates | 18 | 18 | 0.0272
muxes | 43 | 43 | 0.153
AOI/OAI and AO/OA | 9 | 9 | 0.00809
adders and majority gates | 4 | 4 | 0.00735
and+or+nand+nor | 55 | 55 | 0.0417
DFF | 176 | 176 | 0.747
## per-layer routing
metal  track usage  wire [um]
met3         0.124       1420
met2         0.251       4900
met5             0          0
met4        0.0309        212
met1         0.354       4920
## power by group through the flow
stage | logic [mW] | clock network, mW | registers (mW)
after CTS | 0.385 | 1.78 | 1.87
after global routing | 0.416 | 1.84 | 1.88
final | 0.376 | 1.74 | 1.87
Power and IR drop assume default switching activity.
